[design/flow/design.v]
`timescale 1ns / 1ps
module DFF #(parameter data_width = 12)(
    input clk,rst,
    input [data_width-1:0] d,
    output reg [data_width-1:0] q 
    );
    always@(posedge clk or posedge rst)
    begin
      if(rst)
        q <= 0;
      else
        q <= d;
    end
endmodule
module shift_6 #(parameter data_width = 12)(
    input [data_width-1:0] din,
	input rst,clk,
	output wire [data_width-1:0] dout
	);
	reg [data_width-1:0] t0,t1,t2,t3,t4,t5;
	always@(posedge clk or posedge rst)
	begin
	  if(rst) begin
	    t0 <= 0; t1 <= 0; t2 <= 0; t3 <= 0; t4 <= 0;
	    t5 <= 0;
	    end
	  else begin
	    t0 <= din;
	    t1 <= t0; t2 <= t1; t3 <= t2; t4 <= t3;
	    t5 <= t4;
	  end
	end
	assign dout = t5;
endmodule
module shift_7 #(parameter data_width = 12)(
    input [data_width-1:0] din,
	input rst,clk,
	output wire [data_width-1:0] dout
	);
	reg [data_width-1:0] t0,t1,t2,t3,t4,t5,t6;
	always@(posedge clk or posedge rst)
	begin
	  if(rst) begin
	    t0 <= 0; t1 <= 0; t2 <= 0; t3 <= 0; t4 <= 0;
	    t5 <= 0; t6 <= 0;
	    end
	  else begin
	    t0 <= din;
	    t1 <= t0; t2 <= t1; t3 <= t2; t4 <= t3;
	    t5 <= t4; t6 <= t5;
	  end
	end
	assign dout = t6;
endmodule
module shift_8 #(parameter data_width = 12)(
    input [data_width-1:0] din,
	input rst,clk,
	output wire [data_width-1:0] dout
	);
	reg [data_width-1:0] t0,t1,t2,t3,t4,t5,t6,t7;
	always@(posedge clk or posedge rst)
	begin
	  if(rst) begin
	    t0 <= 0; t1 <= 0; t2 <= 0; t3 <= 0; t4 <= 0;
	    t5 <= 0; t6 <= 0; t7 <= 0;
	    end
	  else begin
	    t0 <= din;
	    t1 <= t0; t2 <= t1; t3 <= t2; t4 <= t3;
	    t5 <= t4; t6 <= t5; t7 <= t6;
	  end
	end
	assign dout = t7;
endmodule
module shift_9 #(parameter data_width = 12)(
    input [data_width-1:0] din,
	input rst,clk,
	output wire [data_width-1:0] dout
	);
	reg [data_width-1:0] t0,t1,t2,t3,t4,t5,t6,t7,t8;
	always@(posedge clk or posedge rst)
	begin
	  if(rst) begin
	    t0 <= 0; t1 <= 0; t2 <= 0; t3 <= 0; t4 <= 0;
	    t5 <= 0; t6 <= 0; t7 <= 0; t8 <= 0;
	    end
	  else begin
	    t0 <= din;
	    t1 <= t0; t2 <= t1; t3 <= t2; t4 <= t3;
	    t5 <= t4; t6 <= t5; t7 <= t6; t8 <= t7;
	  end
	end
	assign dout = t8;
endmodule
module shift_3 #(parameter data_width = 12)(
    input [data_width-1:0] din,
	input rst,clk,
	output wire [data_width-1:0] dout
	);
	reg [data_width-1:0] t0,t1,t2;
	always@(posedge clk or posedge rst)
	begin
	  if(rst) begin
	    t0 <= 0; t1 <= 0; t2 <= 0; 
	    end
	  else begin
	    t0 <= din;
	    t1 <= t0; t2 <= t1; 
	  end
	end
	assign dout = t2;
endmodule
module shift_4 #(parameter data_width = 12)(
    input [data_width-1:0] din,
	input rst,clk,
	output wire [data_width-1:0] dout
	);
	reg [data_width-1:0] t0,t1,t2,t3;
	always@(posedge clk or posedge rst)
	begin
	  if(rst) begin
	    t0 <= 0; t1 <= 0; t2 <= 0; t3 <= 0;
	    end
	  else begin
	    t0 <= din;
	    t1 <= t0; t2 <= t1; t3 <= t2;
	  end
	end
	assign dout = t3;
endmodule
module shift_13 #(parameter data_width = 12)(
    input [data_width-1:0] din,
	input rst,clk,
	output wire [data_width-1:0] dout
	);
	reg [data_width-1:0] t0,t1,t2,t3,t4,t5,t6;
	reg [data_width-1:0] t7,t8,t9,t10,t11,t12;
	always@(posedge clk or posedge rst)
	begin
	  if(rst) begin
	    t0 <= 0; t1 <= 0; t2 <= 0; t3 <= 0; t4 <= 0;
	    t5 <= 0; t6 <= 0; t7 <= 0; t8 <= 0; t9 <= 0;
	    t10 <= 0; t11 <= 0; t12 <= 0; end
	  else begin
	    t0 <= din;
	    t1 <= t0; t2 <= t1; t3 <= t2; t4 <= t3;
	    t5 <= t4; t6 <= t5; t7 <= t6; t8 <= t7;
	    t9 <= t8; t10 <= t9; t11 <= t10; t12 <= t11;
	  end
	end
	assign dout = t12;
endmodule
module shift_14 #(parameter data_width = 12)(
    input [data_width-1:0] din,
	input rst,clk,
	output wire [data_width-1:0] dout
	);
	reg [data_width-1:0] t0,t1,t2,t3,t4,t5,t6;
	reg [data_width-1:0] t7,t8,t9,t10,t11,t12,t13;
	always@(posedge clk or posedge rst)
	begin
	  if(rst) begin
	    t0 <= 0; t1 <= 0; t2 <= 0; t3 <= 0; t4 <= 0;
	    t5 <= 0; t6 <= 0; t7 <= 0; t8 <= 0; t9 <= 0;
	    t10 <= 0; t11 <= 0; t12 <= 0; t13 <= 0; end
	  else begin
	    t0 <= din;
	    t1 <= t0; t2 <= t1; t3 <= t2; t4 <= t3;
	    t5 <= t4; t6 <= t5; t7 <= t6; t8 <= t7;
	    t9 <= t8; t10 <= t9; t11 <= t10; t12 <= t11; t13 <= t12;
	  end
	end
	assign dout = t13;
endmodule
module modular_add #(parameter data_width = 12) (
    input [data_width-1:0] x_add,
    input [data_width-1:0] y_add,
    output [data_width-1:0] z_add
    );
    parameter M = 12'd3329;
    wire [data_width-1:0] s;
    wire c;
    wire [data_width-1:0] d;
    wire b;
    wire sel;
    assign sel = ~((~c) & b);
    assign {c,s} = x_add + y_add;
    assign {b,d} = s - M;
    assign z_add = sel == 1? d : s;
endmodule
`timescale 1ns / 1ps
module modular_mul #(parameter data_width = 12)(
    input clk,rst,
    input [data_width-1:0] A_in, B_in,
    output wire [data_width-1:0]  P_out
    );
    parameter q0 = 13'd5039;
    parameter q = 12'd3329;
    wire [data_width*2-1:0] z; 
    wire [data_width:0] z_shift; 
    wire [data_width*2-1:0] z_q1;
    wire [data_width*2-1:0] z_q2,z_q3;
    wire [data_width*2:0] mul2; 
    wire [data_width*2:0] mul2_q;
    wire [data_width-1:0] mul2_shift;
    wire [data_width*2-1:0] mul3; 
    wire [data_width*2-1:0] mul3_q;
    wire [data_width*2-1:0] sub;
    wire [data_width:0] sub_low;
    wire sign;
    wire [data_width-1:0] sub_correct;
    wire [data_width-1:0] P_d;
    assign z = A_in * B_in;
    DFF #(.data_width(data_width*2)) d1(.clk(clk),.rst(rst),.d(z),.q(z_q1));
    assign z_shift = z_q1 >> (data_width - 1);     
    DFF #(.data_width(data_width*2)) d2(.clk(clk),.rst(rst),.d(z_q1),.q(z_q2));        
    DFF #(.data_width(data_width*2)) d3(.clk(clk),.rst(rst),.d(z_q2),.q(z_q3));                                         
    assign mul2 = z_shift * q0;
    DFF #(.data_width(data_width*2+1)) d5(.clk(clk),.rst(rst),.d(mul2),.q(mul2_q));  
   assign mul2_shift = mul2_q >> (data_width + 1); 
   assign mul3 = mul2_shift * q;
   DFF #(.data_width(data_width*2)) d6(.clk(clk),.rst(rst),.d(mul3),.q(mul3_q));  
   assign sub = z_q3 - mul3_q;
   assign sub_low = sub[data_width:0];
   assign {sign,sub_correct} = sub_low - q;
   assign P_d = sign == 1? sub_low : sub_correct;
   DFF #(.data_width(data_width)) d7(.clk(clk),.rst(rst),.d(P_d),.q(P_out));                                 
endmodule
module modular_substraction #(parameter data_width = 12)(
    input [data_width-1:0] x_sub,
    input [data_width-1:0] y_sub,
    output [data_width-1:0] z_sub
    );
    parameter M = 12'd3329;
    wire [data_width-1:0] q;
    wire c;
    wire [data_width-1:0] d;
    wire b;
    assign {b,d} = x_sub - y_sub;
    assign  q = b == 1? M : 0;
    assign {c,z_sub} = d + q;
endmodule
`timescale 1ns / 1ps
module stage_bf (
    input clk,rst,
    input [11:0] u,v,
    output [11:0] bf_upper,bf_lower
    );
    wire [11:0] u_q1,u_q5;
    wire [11:0] mux_out1,mux_out2,mux_out3; 
    wire [11:0] mux_out4,mux_out5;
    wire [11:0] v_q1;
    wire [11:0] mult_out,add_out,sub_out;
    wire [11:0] add_out_q1,sub_out_q1;
    wire [11:0] w_q1;
    wire [11:0] sub_op1,sub_op2;
    parameter w = 12'd2285;
    DFF #(.data_width(12))  dff_u(.clk(clk),.rst(rst),.d(u),.q(u_q1));
    shift_4 #(.data_width(12)) shf_u (.clk(clk),.rst(rst),.din(u_q1),.dout(u_q5));
    assign mux_out1 = u_q5;
    DFF #(.data_width(12))  dff_v(.clk(clk),.rst(rst),.d(v),.q(v_q1));
    assign mux_out3 = v_q1;
    modular_mul mult_pe0(.clk(clk),.rst(rst),.A_in(mux_out3),.B_in(mux_out4),.P_out(mult_out));
    assign mux_out2 =  mult_out;
    DFF #(.data_width(12)) dff_w1(.clk(clk),.rst(rst),.d(w),.q(w_q1));
    assign mux_out4 = w_q1;
    assign mux_out5 = mult_out;
    assign sub_op1 = mux_out1;
    assign sub_op2 = mux_out5;
    modular_substraction #(.data_width(12)) sub(.x_sub(sub_op1),.y_sub(sub_op2),.z_sub(sub_out)); 
    shift_7 dff_sub(.clk(clk),.rst(rst),.din(sub_out),.dout(sub_out_q1));   
    modular_add #(.data_width(12)) add(
               .x_add(mux_out1),
               .y_add(mux_out2),
               .z_add(add_out));
    shift_7 dff_add(.clk(clk),.rst(rst),.din(add_out),.dout(add_out_q1));
    assign bf_lower = add_out_q1;
    assign bf_upper = sub_out_q1;                                                                                                                                             
endmodule
[design/flow/run.sh]
#!/bin/bash
# OpenROAD 26Q1-2900-gdf79404cd8, Yosys 0.63+post, stock flow scripts
make -C /OpenROAD-flow-scripts/flow DESIGN_CONFIG=/design/flow/config.mk WORK_HOME=/design/flow/orfs finish
[design/flow/config.mk]
export PLATFORM = sky130hd
export DESIGN_NAME = stage_bf
export DESIGN_NICKNAME = stage_bf
export VERILOG_FILES = /design/flow/design.v
export SDC_FILE = /design/flow/constraint.sdc
export NUM_CORES = 4
export LEC_CHECK = 1
export CORE_UTILIZATION = 50
[design/flow/constraint.sdc]
current_design stage_bf

set clk_period 8.9
set clk_io_pct 0.2

create_clock -name clk0 -period $clk_period [get_ports {clk}]

set non_clock_inputs [all_inputs -no_clocks]
set_input_delay [expr $clk_period * $clk_io_pct] -clock clk0 $non_clock_inputs
set_output_delay [expr $clk_period * $clk_io_pct] -clock clk0 [all_outputs]
==> results.toml <==
# synthesis and place-and-route metrics
[floorplanning]
die_width_um = 184
chip_area_um2 = 33900
fp-row-count = 66
ios = 50
die_h_um = 184
core_um2 = 32600
initCoreUtil_pct = 50.9

[grt]
grt_pass1_wl_um = 45200
antenna_found_initial = 0
grt_max_degree = 132
grt.total_usage_pct = 17.9
grt_pass1_vias = 9304
grt-ovfl-total = 0

[worst_setup_path]
cp_num_cells = 16
path_max_fanout = 7
cp_top_family = "adder cells"
cp-end-kind = "flip-flop"
r2r_cells = 16
path_cells = "fa_1 > fa_1 > fa_1 > fa_1 > inv_1 > fa_1 > inv_1 > ha_1 > nand4_1 > nor3_1 > o41ai_1 > a31oi_1 > or4_1 > a31o_2 > a21oi_1 > xnor2_1"
crit_start = "mult_pe0.d1.q[21]"
critPathKind = "flip-flop to flip-flop"
critical_path_required_ns = 9.34
crit_slowest_cell = "o41ai_1"
r2r_end = "mult_pe0.d5.q[24]"
start_kind = "flip-flop"
cp.arrival_ns = 6.18
critPathMaxStageDelay_ns = 0.64
cpMostUsedCell = "fa_1"
r2r_setup_slack_ns = 3.16
crit_buf_inv = 2
crit_end = "mult_pe0.d5.q[24]"
r2r-start = "mult_pe0.d1.q[21]"

[clock_network]
ctsHoldBuffers = 0
cts_tree = "built"
ctsRootBufferMaster = "clkbuf_16"
cts_sinks = 328
cts_resized = 0
clkTransAtPathRegs_ns = 0.06
clk_latency_ns = 0.52
post_cts_buffers = 0
h-tree-depth = 2
cts_inserted_buffers = 35
max-clock-path-buffers = 3

[yosys]
largest_area_cell = "dfrtp_1"
synth_top_cell_by_count = "dfrtp_1"
syn_area_um2 = 16600
common_cells = "328 x dfrtp_1, 238 x inv_1, 193 x ha_1"
synthFlopType = "dfrtp_1"
yosysWarningCount = 5
ys_ff = 328
ys_cells = 1322
yosysTopAreaCellShare_pct = 49.4
synth.distinct_cells = 59
ys_area_um2 = 16600
synth-edff-count = 0
avgSynthCellArea_um2 = 12.6
top_cells_by_area = "dfrtp_1 49%, ha_1 15%, fa_1 13%, inv_1 5.4%, xnor2_1 3.4%"
async_reset_ff_share_pct = 100
syn_inst = 1322
ys_seq_share_pct = 49.4

[placement]
placement.io_buffers = 49
place_congestion = 0.888
place_hpwl_um = 19400
place_inst = 1807
place_area_um2 = 17600

[timing]
fin_crit_ns = 5.74
worst_pin_slew_ns = 0.784
finClkSkew_ns = 0.0183
rsz0062_at_grt = "false"
final-hold-violation-count = 0
drv_slew = 0
finalCritPeriodShare_pct = 64.5
relSlewSlack_pct = 47.7
finalSetupTns_ns = 0
setup_viol = 0
max_freq_mhz = 174

[run_status]
status = "completed"

[final_layout]
drive_gt1_share_pct = 5.18
final_util_pct = 57.6
fin_cells = 1871
syn_to_final_growth_pct = 13.2
design_area_um2 = 18800

[drt]
wl_per_cell_um = 13.8
via_per_inst = 4.73
antennaDiodeCount = 0
firstDrtPassIters = 4
vias = 8848
drt_iter0_markers = 346
routed_wl_um = 25800
ant_nets = 0
drcViolationCount = 0

[worst_hold_path]
hp-class = "flip-flop to flip-flop"

[flow_run]
warnings = 44
cap_violations = 0
==> how the worst min path moves through the flow <==
| stage | from | to | slack, ns | depth (start not counted) |
|---|---|---|---|---|
| final | dff_add.t1[2] | dff_add.t2[2] | 0.33 | 0 |
| after global routing | dff_add.t0[0] | dff_add.t1[0] | 0.34 | 0 |
| after CTS | dff_add.t1[2] | dff_add.t2[2] | 0.33 | 0 |
==> routing by layer <==
layer | wire length [µm] | up-vias | global-route usage (%) | share of wire, %
met4 | 434 | 0 | 2.57 | 1.7
met2 | 12300 | 136 | 27.9 | 48
li1 | - | 4409 | - | -
met1 | 11900 | 4268 | 28.4 | 46
met3 | 1160 | 35 | 3.70 | 4.5
met5 | 0 | - | 0 | 0
==> metrics by stage <==
stage          setup slack, ns  hold WS [ns]
3_3_place_gp              3.25         0.331
3_5_place_dp              3.17         0.335
4_1_cts                   3.15         0.332
5_1_grt                   2.74         0.337
6_report                  3.16         0.333
2_1_floorplan             2.74         0.331
==> registers in the layout (all words and copies together) (netlist names), 13 cells and up <==
register and cells:
mult_pe0.d2.q 13, mult_pe0.d1.q 24, mult_pe0.d3.q 13, mult_pe0.d6.q 13
==> layout make-up <==
class,count,area (µm²)
Multi-Input combinational cell,746,7460
Clock buffer,50,1020
Timing Repair Buffer,53,533
Fill cell,2591,13800
Inverter,238,897
Clock inverter,14,126
Sequential cell,328,8210
Tap cell,442,553
==> kinds of logic (layout without fill, tap and decap cells) <==
family / after synthesis / in the layout / synth area share, %
AND-OR/OR-AND: 141 / 141 / 5.62
XOR/XNOR: 101 / 101 / 5.33
adder cells (fa/ha/maj): 301 / 301 / 27.6
buffers and inverters: 248 / 355 / 5.63
flip-flops: 328 / 328 / 49.4
multiplexers: 2 / 2 / 0.128
other: 1 / 1 / 0.0226
AND/OR/NAND/NOR: 200 / 200 / 6.25
==> placed cells by master, fill, tap and decap left out, types with 4 or more instances in the layout <==
master	count
dfrtp_1	328
inv_1	237
ha_1	193
fa_1	108
xnor2_1	65
nor2_1	53
clkdlybuf4s50_1	49
xor2_1	36
clkbuf_16	36
o21ai_0	34
a21oi_1	33
nand2_1	29
and2_1	26
nor3_1	16
and3_1	16
nor2b_1	15
a21o_1	13
nand3_1	13
a31oi_1	11
nand4_1	9
clkbuf_8	7
clkbuf_1	7
a211oi_1	6
clkinv_2	6
or3_1	5
o21a_1	5
nand2b_1	5
a211o_1	4
o21bai_1	4
