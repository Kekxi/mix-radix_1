--- design/flow/run.sh ---
#!/bin/bash
# OpenROAD 26Q1-2900-gdf79404cd8, Yosys 0.63+post, stock flow scripts
make -C /OpenROAD-flow-scripts/flow DESIGN_CONFIG=/design/flow/config.mk WORK_HOME=/design/flow/orfs finish
--- design/flow/config.mk ---
export PLATFORM = sky130hd
export DESIGN_NAME = plantard_mm
export DESIGN_NICKNAME = plantard_mm
export VERILOG_FILES = /design/flow/design.v
export SDC_FILE = /design/flow/constraint.sdc
export NUM_CORES = 4
export LEC_CHECK = 1
export CORE_UTILIZATION = 50
--- design/flow/constraint.sdc ---
current_design plantard_mm

set clk_period 42.4
set clk_io_pct 0.2

create_clock -name clk0 -period $clk_period [get_ports {clk}]

set non_clock_inputs [all_inputs -no_clocks]
set_input_delay [expr $clk_period * $clk_io_pct] -clock clk0 $non_clock_inputs
set_output_delay [expr $clk_period * $clk_io_pct] -clock clk0 [all_outputs]
--- design/flow/design.v ---
`timescale 1ns / 1ps
module DFF #(parameter data_width = 12)(
    input clk,rst,
    input [data_width-1:0] d,
    output reg [data_width-1:0] q 
    );
    always@(posedge clk or posedge rst)
    begin
      if(rst)
        q <= 0;
      else
        q <= d;
    end
endmodule
module shift_6 #(parameter data_width = 12)(
    input [data_width-1:0] din,
	input rst,clk,
	output wire [data_width-1:0] dout
	);
	reg [data_width-1:0] t0,t1,t2,t3,t4,t5;
	always@(posedge clk or posedge rst)
	begin
	  if(rst) begin
	    t0 <= 0; t1 <= 0; t2 <= 0; t3 <= 0; t4 <= 0;
	    t5 <= 0;
	    end
	  else begin
	    t0 <= din;
	    t1 <= t0; t2 <= t1; t3 <= t2; t4 <= t3;
	    t5 <= t4;
	  end
	end
	assign dout = t5;
endmodule
module shift_7 #(parameter data_width = 12)(
    input [data_width-1:0] din,
	input rst,clk,
	output wire [data_width-1:0] dout
	);
	reg [data_width-1:0] t0,t1,t2,t3,t4,t5,t6;
	always@(posedge clk or posedge rst)
	begin
	  if(rst) begin
	    t0 <= 0; t1 <= 0; t2 <= 0; t3 <= 0; t4 <= 0;
	    t5 <= 0; t6 <= 0;
	    end
	  else begin
	    t0 <= din;
	    t1 <= t0; t2 <= t1; t3 <= t2; t4 <= t3;
	    t5 <= t4; t6 <= t5;
	  end
	end
	assign dout = t6;
endmodule
module shift_8 #(parameter data_width = 12)(
    input [data_width-1:0] din,
	input rst,clk,
	output wire [data_width-1:0] dout
	);
	reg [data_width-1:0] t0,t1,t2,t3,t4,t5,t6,t7;
	always@(posedge clk or posedge rst)
	begin
	  if(rst) begin
	    t0 <= 0; t1 <= 0; t2 <= 0; t3 <= 0; t4 <= 0;
	    t5 <= 0; t6 <= 0; t7 <= 0;
	    end
	  else begin
	    t0 <= din;
	    t1 <= t0; t2 <= t1; t3 <= t2; t4 <= t3;
	    t5 <= t4; t6 <= t5; t7 <= t6;
	  end
	end
	assign dout = t7;
endmodule
module shift_9 #(parameter data_width = 12)(
    input [data_width-1:0] din,
	input rst,clk,
	output wire [data_width-1:0] dout
	);
	reg [data_width-1:0] t0,t1,t2,t3,t4,t5,t6,t7,t8;
	always@(posedge clk or posedge rst)
	begin
	  if(rst) begin
	    t0 <= 0; t1 <= 0; t2 <= 0; t3 <= 0; t4 <= 0;
	    t5 <= 0; t6 <= 0; t7 <= 0; t8 <= 0;
	    end
	  else begin
	    t0 <= din;
	    t1 <= t0; t2 <= t1; t3 <= t2; t4 <= t3;
	    t5 <= t4; t6 <= t5; t7 <= t6; t8 <= t7;
	  end
	end
	assign dout = t8;
endmodule
module shift_3 #(parameter data_width = 12)(
    input [data_width-1:0] din,
	input rst,clk,
	output wire [data_width-1:0] dout
	);
	reg [data_width-1:0] t0,t1,t2;
	always@(posedge clk or posedge rst)
	begin
	  if(rst) begin
	    t0 <= 0; t1 <= 0; t2 <= 0; 
	    end
	  else begin
	    t0 <= din;
	    t1 <= t0; t2 <= t1; 
	  end
	end
	assign dout = t2;
endmodule
module shift_4 #(parameter data_width = 12)(
    input [data_width-1:0] din,
	input rst,clk,
	output wire [data_width-1:0] dout
	);
	reg [data_width-1:0] t0,t1,t2,t3;
	always@(posedge clk or posedge rst)
	begin
	  if(rst) begin
	    t0 <= 0; t1 <= 0; t2 <= 0; t3 <= 0;
	    end
	  else begin
	    t0 <= din;
	    t1 <= t0; t2 <= t1; t3 <= t2;
	  end
	end
	assign dout = t3;
endmodule
module shift_13 #(parameter data_width = 12)(
    input [data_width-1:0] din,
	input rst,clk,
	output wire [data_width-1:0] dout
	);
	reg [data_width-1:0] t0,t1,t2,t3,t4,t5,t6;
	reg [data_width-1:0] t7,t8,t9,t10,t11,t12;
	always@(posedge clk or posedge rst)
	begin
	  if(rst) begin
	    t0 <= 0; t1 <= 0; t2 <= 0; t3 <= 0; t4 <= 0;
	    t5 <= 0; t6 <= 0; t7 <= 0; t8 <= 0; t9 <= 0;
	    t10 <= 0; t11 <= 0; t12 <= 0; end
	  else begin
	    t0 <= din;
	    t1 <= t0; t2 <= t1; t3 <= t2; t4 <= t3;
	    t5 <= t4; t6 <= t5; t7 <= t6; t8 <= t7;
	    t9 <= t8; t10 <= t9; t11 <= t10; t12 <= t11;
	  end
	end
	assign dout = t12;
endmodule
module shift_14 #(parameter data_width = 12)(
    input [data_width-1:0] din,
	input rst,clk,
	output wire [data_width-1:0] dout
	);
	reg [data_width-1:0] t0,t1,t2,t3,t4,t5,t6;
	reg [data_width-1:0] t7,t8,t9,t10,t11,t12,t13;
	always@(posedge clk or posedge rst)
	begin
	  if(rst) begin
	    t0 <= 0; t1 <= 0; t2 <= 0; t3 <= 0; t4 <= 0;
	    t5 <= 0; t6 <= 0; t7 <= 0; t8 <= 0; t9 <= 0;
	    t10 <= 0; t11 <= 0; t12 <= 0; t13 <= 0; end
	  else begin
	    t0 <= din;
	    t1 <= t0; t2 <= t1; t3 <= t2; t4 <= t3;
	    t5 <= t4; t6 <= t5; t7 <= t6; t8 <= t7;
	    t9 <= t8; t10 <= t9; t11 <= t10; t12 <= t11; t13 <= t12;
	  end
	end
	assign dout = t13;
endmodule
module plantard_mm #(parameter data_width = 12)(
    input clk,rst,
    input [data_width-1:0] A_in, 
    output wire [data_width-1:0]  C_out
    );
    parameter BR = 38'd140307922925;
    parameter BR_shift = 26'd50397165;
    parameter R = 26'd61403905;
    parameter q = 12'd3329;
    parameter c_mod = 12'd447;
    wire [36:0] mul1; 
    wire [36:0] mul1_q; 
    wire [12:0] mul1_shift; 
    wire [24:0] mul2;  
    wire [24:0] mul2_q;  
    wire [25:0] add;
    wire [25:0] add_q;
    wire [23:0] C;
    wire [11:0] c_out;
    wire [11:0] c_d;
    assign mul1 = BR_shift * A_in;
    DFF #(.data_width(37)) d1(.clk(clk),.rst(rst),.d(mul1),.q(mul1_q));
    assign mul1_shift = mul1_q[25:13];
    assign mul2 = mul1_shift * q;
    DFF #(.data_width(25)) d2(.clk(clk),.rst(rst),.d(mul2),.q(mul2_q));
    assign add = mul2_q + q;
    DFF #(.data_width(26)) d3(.clk(clk),.rst(rst),.d(add),.q(add_q));
    assign C = add_q[25:13] *c_mod;
    assign c_out = C % q;
    assign c_d = (c_out == q) ? 0:c_out;
    DFF #(.data_width(24)) d4(.clk(clk),.rst(rst),.d(c_d),.q(C_out));
endmodule
==> out/metrics.cfg <==
[synth]
yosys.area.top_type_share_pct=19.1
synth_flops=63
synth-main-ff-cell=dfrtp_1
netlist_area_um2=14500
syn_avg_cell_area_um2=8.78
top_cells_by_area=fa_1 19%, ha_1 16%, dfrtp_1 11%
ys_area_um2=14500
enable_flop_cells=0
top_cells_by_count=259 x inv_1, 190 x ha_1, 138 x fa_1
yosysWarnings=6
yosysTopAreaCell=fa_1
postSynthCellCount=1650
synthArstFlopShare_pct=100
synth.most_common_cell=inv_1
ys_seq_share_pct=10.9
synthDistinctLibCells=113
yosys_cells=1650

[grt]
grt_max_degree=50
grt_usage_pct=23.8
grt_pass1_wl_um=54900
grt_pass1_vias=11306
antenna_found_initial=0
overflow=0

[detailed_routing]
vias=11609
wl_met1_um=15500
routed_wl_um=32000
drtPass1Iterations=5
drtAntennaViolNets=0
vias_per_cell=5.67
highest_layer=met4
drc=0
dr_wl_met3_um=811
met2_length_um=15400
drt-wirelength-per-cell_um=15.7
diodes=0
drtIter0Drc=753

[sta]
worst_pin_slew_ns=1.08
setup_slack_ns=25.29
tns_ns=0
hold_ws_ns=0.450
slew_headroom_pct=26.4
hold_viol_final=0
min_period_ns=17.11
setup_violations=0
period_used_pct=40.4
slew_violations=0
fin_skew_ns=0.00403
rsz0062_at_grt=no
max_freq_ghz=0.0584

[cts]
postCtsHoldBufs=0
clk_pin_slew_ns=0.06
clock_path_buffers=2
cts_resized=0
clk_latency_ns=0.33
cts_sinks=63
cts_setup_buffers=0
cts_tree=done
cts_root_buf=clkbuf_16
numCtsBuffers=9
htree_levels=3

[worst_setup_path]
cpMostUsedCell=inv_1
required_ns=42.58
setup.worst_path.start_class=flop
crit_type=reg -> reg
cp_slowest_cell=o311ai_2
cp_max_fo=20
arrival_ns=17.29
cpPeakStageDelay_ns=0.82
endpoint_kind=flop

[floorplan]
rows=61
io_pins=26
core_um2=28200
fp-utilization_pct=51.4
die_y_um=172
die_x_um=172
dieArea_um2=29700

[place]
place.gp.congestion=0.928
dp_hpwl_um=27200
portBuffers=25
place_ws_ns=25.50

[job]
tool_warnings=35
max-cap-violations=0

[run_status]
status=finished clean

[hold_path]
hold_class=reg -> reg

[final_layout]
syn_to_final_growth_pct=6.76
drive_gt1_share_pct=6.89

worst paths after layout:
| path | to | cells after the start | slack, ns | startpoint |
|---|---|---|---|---|
| worst min-delay path | d2.q[6]$_DFF_PP0_ | 0 | 0.45 | d1.q[19]$_DFF_PP0_ |
| min in group asynchronous | d2.q[2]$_DFF_PP0_ | 2 | 8.41 | rst |
| worst max-delay path | d4.q[0]$_DFF_PP0_ | 53 | 25.29 | d3.q[20]$_DFF_PP0_ |
| max in group asynchronous | d4.q[5]$_DFF_PP0_ | 3 | 33.06 | rst |
| worst max register to register | d4.q[0]$_DFF_PP0_ | 53 | 25.29 | d3.q[20]$_DFF_PP0_ |
| worst min register to register | d2.q[6]$_DFF_PP0_ | 0 | 0.45 | d1.q[19]$_DFF_PP0_ |
worst max-delay path, delay by kind of cell (launching register included):
family / cells / cell delay, ns
multiplexers: 1 / 0.50
flip-flops: 1 / 0.45
buffers and inverters: 6 / 0.57
adder cells (fa/ha/maj): 7 / 3.02
AND-OR/OR-AND: 25 / 7.37
XOR/XNOR: 2 / 0.39
AND/OR/NAND/NOR: 12 / 4.60
layout make-up:
| type | instances | area, um2 |
|---|---|---|
| fill | 2534 | 12700 |
| multi-input combinational | 1299 | 11800 |
| sequential | 63 | 1580 |
| inverter | 259 | 972 |
| tap | 378 | 473 |
| timing repair buffer | 31 | 295 |
| clock buffer | 10 | 239 |
| clock inverter | 6 | 138 |
metrics by stage:
| step | instances | area [um2] | util [%] |
|---|---|---|---|
| floorplan | 1650 | 14500 | - |
| global placement | 2030 | 15100 | 53.6 |
| detailed placement | 2030 | 15100 | 53.6 |
| CTS | 2046 | 15500 | 54.9 |
| global route | 2046 | 15500 | 54.9 |
| finish | 2046 | 15500 | 54.9 |
registers in the layout, summed over array words and instances (netlist names):
signal and count:
d2.q 25, d1.q 13, d3.q 13, d4.q 12
cells in the final DEF, fill, tap and decap left out, types with 28 or more instances in the layout:
| cell | count |
|---|---|
| nand3_1 | 32 |
| dfrtp_1 | 63 |
| nor3_1 | 46 |
| o21ai_0 | 42 |
| xor2_1 | 34 |
| nand2_1 | 72 |
| inv_1 | 258 |
| a21oi_1 | 76 |
| xnor2_1 | 89 |
| ha_1 | 190 |
| fa_1 | 138 |
| nor2_1 | 109 |
| a21o_1 | 28 |
routing by layer:
metal,vias to the layer above,global-route usage (%)
li1,5836,-
met1,5539,36.1
met2,205,39.9
met3,29,1.44
met4,0,2.69
met5,-,0
cells by family after synthesis:
logic type                 Yosys count  synth area share, %
AOI/OAI and AO/OA                  415                 21.6
xor gates and xnor gates           126                 7.85
adders and majority gates          334                 35.9
buffers and inverters              288                 7.85
DFF                                 63                 10.9
muxes                               20                 1.57
and+or+nand+nor                    404                 14.4
